## design/flow/config.mk

```make
export PLATFORM = sky130hd
export DESIGN_NAME = ExP
export DESIGN_NICKNAME = ExP
export VERILOG_FILES = /design/flow/design.v
export SDC_FILE = /design/flow/constraint.sdc
export NUM_CORES = 4
export LEC_CHECK = 1
export CORE_AREA = 10 10 70 70
export DIE_AREA = 0 0 80 80
```

## design/flow/constraint.sdc

```tcl
current_design ExP

set clk_period 1.5
set clk_io_pct 0.2

create_clock -name clk0 -period $clk_period

set non_clock_inputs [all_inputs -no_clocks]
set_input_delay [expr $clk_period * $clk_io_pct] -clock clk0 $non_clock_inputs
set_output_delay [expr $clk_period * $clk_io_pct] -clock clk0 [all_outputs]
```

## design/flow/design.v

```verilog
`timescale 1ns / 1ps
module ExP(
    input signed [20:0] arr,
    output reg signed [20:0] power
    );
    reg[10:0]X_I;
    reg signed [20:0]X_F;
    reg sign;
    reg sign2;
    reg I_a;
    reg signed [20:0] m2data;
    reg signed [20:0] m3data;
    always @(*)
    begin
        sign = arr[20];
        if(sign == 1)
        begin
             X_F = {{12{1'b1}}, arr[8:0]};
        end
        else
        begin
            X_F = {{12{1'b0}}, arr[8:0]};
        end
    if(sign == 1)
        begin
            X_F = {1'b1, X_F[20:1]};
        end
    else 
        begin
            X_F = X_F;
        end
     X_F = X_F + {{11{1'b0}},1'b1 , {9{1'b0}}};
     if(I_a == 1) 
        begin 
            m2data = X_F << 1;
        end
    else 
        begin
            m2data = X_F; 
        end
     if(I_a == 0)
        begin
            m3data = X_F >> 1;
        end
     else 
        begin
            m3data = X_F;
        end
     if(sign == 0)
        begin
            power = m2data;
        end
     else
        begin
            power = m3data;
        end
     end
    always @(*)
    begin 
    X_I = arr[19:9];
    sign2 = arr[20];
        if(sign2 == 0)
            begin
                I_a = X_I[0];
            end
        else
            begin
                X_I = ~X_I;
                X_I = X_I + 1;
                I_a = X_I[0];
            end
    end
endmodule
```

## design/flow/run.sh

```bash
#!/bin/bash
# OpenROAD 26Q1-2900-gdf79404cd8, Yosys 0.63+post, stock flow scripts
make -C /OpenROAD-flow-scripts/flow DESIGN_CONFIG=/design/flow/config.mk WORK_HOME=/design/flow/orfs finish
```

==> metrics.csv <==
metric,value,unit
outcome,completed,
area_growth,93.1,%
crit_family,multiplexers,
drcViolationCount,0,
yosysTopAreaCell,buf_4,
avgRoutedWirePerCell,12.2,um
antenna_found_initial,0,
most_common_cell,buf_4,
powerDensity,263,nW/um2
final.period_utilization,0.979,
critPathMaxStageDelay,0.50,ns
netlist_area,309,um2
leakagePower,0.279,nW
place_ws,-0.716,ns
ys_top_cells_by_count,"10 x buf_4, 6 x mux2i_1",
finalPower,157,uW
fmax,681,MHz
drt_first_pass_iters,4,
critical_path.endpoint_type,output port,
yosys_area,309,um2
grt_usage,0.0393,
ys_cells,32,
avgViaCountPerCell,3.20,
drt-initial-drc-count,45,
overflow,0,
num_rows,21,
area_leaders,"buf_4 24%, mux2i_1 19%, mux4_1 17%",
n_fill_cell,396,
required,1.20,ns
setup_slack,0.0320,ns
routed_wirelength,1290,um
chipArea,6400,um2
grt_pass1_wl,1990,um
dr_total_vias,339,
combGateArea,277,um2
ios,42,
holdWs,1.03,ns
warning_count,43,
min-delay-path-class,input pin to output port,
critPathBufInv,2,
drive_gt1_frac,0.500,
fp_util,0.0905,
core_area,3420,um2
final_util,0.175,
flop-count,0,
worstPathArrival,1.17,ns
nClkBuffers,0,
yosysWarnings,1,
start_kind,input pin,
crit_slowest_cell,mux4_2,
grt_max_degree,14,
syn_area_per_cell,9.66,um2
finalHoldViolCount,0,
post_synth_inst_count,32,
die_w,80,um
die_h,80,um
grt_pass1_vias,366,
ys_types,13,
final-setup-viol-count,0,
dpl.hpwl,1000,um
place_congestion,0.760,
num_antenna_cells,0,
io_buffers,22,
crit_path_max_fanout,3,
tns,0,ns
drv_cap,0,
synth_top_area_share,0.243,
criticalPathCategory,input pin to output port,
vdd_drop_max,119,uV
ant_nets,0,
final_max_slew_viol_count,0,
crit_chain,"clkdlybuf4s15_1, mux4_2, buf_2",
period_needed,1.47,ns
ff_latch_area,0,um2
ys_seq_frac,0,
-- final cells by class --
class                      instances  share of cell area
multi-input combinational         29               0.463
timing repair buffer              31               0.440
tap                               46              0.0964
-- through the flow --
step | instance area (um2) | instances
5_1_grt | 597 | 106
2_1_floorplan | 343 | 41
4_1_cts | 598 | 106
3_3_place_gp | 572 | 101
3_5_place_dp | 572 | 101
6_report | 597 | 106
-- power by group --
part           internal, mW  total, mW  switching (mW)  leakage [nW]
registers                 0          0               0             0
clock network             0          0               0             0
logic                0.0993      0.157          0.0577         0.279
-- tightest hold or removal path, cell delays in order --
cell and delay (ns):
buf_6 0.11, mux4_2 0.21, buf_2 0.10
-- worst paths after layout --
check             startpoint  slack (ns)  depth (start not counted)        to
hold / removal        arr[9]        1.03                          3  power[4]
setup / recovery      arr[6]        0.03                          3  power[6]
-- placed cells by master (no fill, tap or decap), drive strengths merged --
cell type      instances
buf                   16
conb                  10
dlygate4sd2            6
clkbuf                 6
mux2i                  6
mux4                   4
clkdlybuf4s15          3
nor2b                  2
nor2                   2
o21ai                  2
nand2b                 1
mux2                   1
a22o                   1
-- cells by family (layout without fill, tap and decap cells) --
| family | after synthesis | in the layout | synth area share |
|---|---|---|---|
| buffers and inverters | 12 | 31 | 0.296 |
| other | 1 | 10 | 0.0121 |
| AND-OR/OR-AND | 3 | 3 | 0.0607 |
| AND/OR/NAND/NOR | 5 | 5 | 0.0850 |
| multiplexers | 11 | 11 | 0.547 |
-- timing repair --
item                       CTS  global route
cloned                       0             1
pin swaps                    1             0
setup buffers                5             0
resized                     56            14
hold buffers                 0             0
setup endpoints to repair   11             8
-- layer usage --
metal | track usage | part of all wire
met5 | 0 | 0
met2 | 0.0353 | 0.28
met3 | 0.0295 | 0.17
met4 | 0 | 0
met1 | 0.0666 | 0.55
Power is estimated from default activity; no workload was simulated.
