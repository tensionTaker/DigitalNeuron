File: design.v
`timescale 1ns / 1ps
module mux2(
    input signed [20:0] a,
    input signed [20:0] b,
    input signed [20:0] c,
    output reg signed [20:0] d
    );
    reg signed [20:0] check;
    reg signed [20:0] store;
    always @(*)
    begin
        if(a[20] == 0) begin
            store = 21'b0000_0001_1110_000_000_000;
            check = a - store;
            if(check[20] == 0) begin
                d = c;
            end
            else d = b;
        end
        else d = b;
    end
endmodule
File: run.sh
#!/bin/bash
# OpenROAD 26Q1-2900-gdf79404cd8, Yosys 0.63+post, stock flow scripts
make -C /OpenROAD-flow-scripts/flow DESIGN_CONFIG=/design/flow/config.mk WORK_HOME=/design/flow/orfs finish
File: config.mk
export PLATFORM = sky130hd
export DESIGN_NAME = mux2
export DESIGN_NICKNAME = mux2
export VERILOG_FILES = /design/flow/design.v
export SDC_FILE = /design/flow/constraint.sdc
export NUM_CORES = 4
export LEC_CHECK = 1
export CORE_AREA = 10 10 70 70
export DIE_AREA = 0 0 80 80
File: constraint.sdc
current_design mux2

set clk_period 4.2
set clk_io_pct 0.2

create_clock -name clk0 -period $clk_period

set non_clock_inputs [all_inputs -no_clocks]
set_input_delay [expr $clk_period * $clk_io_pct] -clock clk0 $non_clock_inputs
set_output_delay [expr $clk_period * $clk_io_pct] -clock clk0 [all_outputs]
==> impl_metrics.py <==
# Metrics from the implementation run
metrics = {
    "run_status": {
        "status": "completed",
    },
    "cells_and_area": {
        "seqCellArea_um2": 0,
        "final_common_cell": "clkdlybuf4s50_1",
        "mi_logic_area_um2": 355.3,
        "num-clock-buffers": 0,
        "fillCellCount": 357,
        "flops": 0,
        "layout_top_cells": "74 x clkdlybuf4s50_1, 20 x mux2_4, 2 x buf_4",
        "drive_above_1_share_pct": 24.75,
        "fin_util_pct": 34.21,
        "syn2layout_area_growth_pct": 222.1,
    },
    "timing": {
        "finalCriticalPeriod_ns": 3.538,
        "rsz0062_at_grt": "no",
        "fmax_ghz": 0.2826,
        "worst_pin_slew_ns": 0.3118,
        "finalSetupViolCount": 0,
        "whs_ns": 2.716,
        "setup_slack_ns": 0.6620,
        "slew_headroom_pct": 79.04,
        "slew_viol_final": 0,
        "fin_setup_tns_ns": 0,
        "hold_violations": 0,
        "period_used_pct": 84.24,
    },
    "grt": {
        "antenna_found_initial": 0,
        "overflow": 0,
        "grt_usage_pct": 6.488,
        "grt_max_degree": 12,
        "grt_pass1_wl_um": 3312,
        "first_global_vias": 613,
    },
    "floorplanning": {
        "dieWidth_um": 80,
        "chipArea_um2": 6400,
        "ioPinCount": 84,
        "core_area_um2": 3416,
        "die_y_um": 80,
        "rows": 21,
        "fp_util_pct": 10.62,
    },
    "critical_path": {
        "worstPathRequired_ns": 3.36,
        "crit_type": "in -> out",
        "cp-end-kind": "output port",
        "cp-start-kind": "input port",
        "path_max_fanout": 11,
        "arrival_ns": 2.70,
    },
    "power_and_ir_drop": {
        "leakage_nw": 0.4731,
        "power_switching_w": 0.00002130,
        "pwr-share-clk_pct": 0,
        "power_density_nw_per_um2": 98.87,
        "pwr-share-seq_pct": 0,
        "ir_drop_mv": 0.03465,
        "intPower_w": 0.00009424,
        "sw_frac_of_total_pct": 18.43,
        "pwr-share-comb_pct": 100.0,
    },
    "job": {
        "drv_cap": 0,
        "warnings": 42,
    },
    "hold_path": {
        "hold_depth": 3,
        "whs_endpoint": "d[18]",
        "worst_hold_path_type": "in -> out",
        "hold_start": "c[18]",
    },
    "yosys": {
        "ys_seq_share_pct": 0,
        "syn_area_um2": 362.8,
        "ys_warn_count": 1,
        "synth_area_per_cell_um2": 13.44,
        "synth_cell_types": 7,
        "syn-instance-count": 27,
        "yosys_area_um2": 362.8,
        "ys_cells": 27,
    },
    "clocking": {
        "postCtsSetupBuffers": 0,
        "cts_hold_buffers": 0,
        "ctsResizeCount": 0,
    },
    "routing": {
        "antenna_left": 0,
        "antennaDiodeCount": 0,
        "firstDrtPassIters": 2,
        "drt-wirelength-per-cell_um": 15.05,
        "viasPerCell": 3.401,
        "drt-initial-drc-count": 2,
        "vias": 500,
        "drc": 0,
        "wirelength_um": 2212,
    },
    "placed_design": {
        "gp_congestion": 0.7610,
        "pre_cts_ws_ns": 0.6462,
        "port_buffers": 74,
    },
}
-- cell type report --
cell class | instances | share of cell area [%]
repair buffers | 76 | 64.67
multi-input cells | 25 | 30.41
well taps | 46 | 4.925
-- cell usage after synthesis --
library cell  instances  area, um^2
nor2_1                1       3.750
a31oi_1               1       6.260
mux2_2                1       11.26
mux2_4               20       300.3
buf_6                 2       22.52
nand4_1               1       6.260
nor4_2                1       12.51
-- logic make-up after synthesis --
group	count (synthesis)	synth area share (%)
multiplexers	21	85.86
AND/OR/NAND/NOR	3	6.206
buffers and inverters	2	6.206
AND-OR/OR-AND	1	1.725
-- power groups by stage --
| stage | Combinational, W | Sequential (W) | Clock [W] |
|---|---|---|---|
| final | 0.000116 | 0 | 0 |
| after global routing | 0.000123 | 0 | 0 |
| after CTS | 0.000118 | 0 | 0 |
-- worst max-delay path, stage by stage --
cell	delay, ns
clkdlybuf4s50_1	0.41
nor4_2	0.36
a31oi_4	0.13
buf_4	0.22
mux2_4	0.30
clkdlybuf4s50_1	0.44
-- metal layers --
metal  GRT usage [%]  part of all wire [%]  vias up
met5               0                     0        -
met3           1.250                   4.6        0
met2           13.56                    63       14
met1           6.658                    32      232
li1                -                     -      254
met4               0                     0        0
-- worst max-delay path by stage --
stage,cells past startpoint,slack (ns),to,start
CTS,6,0.64,d[20],a[10]
global route,6,0.59,d[14],a[17]
finish,6,0.66,d[14],a[17]
-- stage by stage --
| step | total power [W] | instance area (um^2) | std cells |
|---|---|---|---|
| final | 0.0001155 | 1169 | 147 |
| after global placement | 0.0001167 | 1169 | 147 |
| after CTS | 0.0001180 | 1169 | 147 |
| after detailed placement | 0.0001178 | 1169 | 147 |
| after floorplan | 0.00003167 | 362.8 | 27 |
| after global routing | 0.0001232 | 1169 | 147 |
Power figures rest on the tool's default switching activity, not on a simulated workload.
