File: ./config.mk
export PLATFORM = sky130hd
export DESIGN_NAME = muxVsel
export DESIGN_NICKNAME = muxVsel
export VERILOG_FILES = /design/flow/design.v
export SDC_FILE = /design/flow/constraint.sdc
export NUM_CORES = 4
export LEC_CHECK = 1
export CORE_AREA = 10 10 70 70
export DIE_AREA = 0 0 80 80
File: ./constraint.sdc
current_design muxVsel

set clk_period 5.1
set clk_io_pct 0.2

create_clock -name clk0 -period $clk_period

set non_clock_inputs [all_inputs -no_clocks]
set_input_delay [expr $clk_period * $clk_io_pct] -clock clk0 $non_clock_inputs
set_output_delay [expr $clk_period * $clk_io_pct] -clock clk0 [all_outputs]
File: ./design.v
`timescale 1ns / 1ps
module muxVsel(
    input signed [20:0] a,
    input signed [20:0] b,
    output reg signed [20:0] c
    );
    reg signed [20:0] check;
    reg signed [20:0] store;
    always @(*)
    begin
        if(a[20] == 0) begin
            store = 21'b0000_0001_1110_000_000_000;
            check = a - store;
            if(check[20] == 0) begin
                c = b;
            end
            else c = a;
        end
        else c = a;
    end
endmodule
File: ./run.sh
#!/bin/bash
# OpenROAD 26Q1-2900-gdf79404cd8, Yosys 0.63+post, stock flow scripts
make -C /OpenROAD-flow-scripts/flow DESIGN_CONFIG=/design/flow/config.mk WORK_HOME=/design/flow/orfs finish
==> run summary <==
impl run done, here's what came out: post-CTS sizing 0, first-pass GRT wire length 3060 µm, Crit Path Category in -> out, RSZ-0062 raised after global routing false, worst-margin pin slew 0.624 ns, hold violation total from the final report 0, sequential share of power 0, met1 GRT Util 0.0613, Max stage delay on crit path 0.67 ns, clock power share 0, Required @ worst endpoint 4.08 ns, design area 1040 µm², Critical Path Stages 4, CP arrival 3.16 ns, cycle use final 0.819, P_leak 0.394 nW, Final Slew Violations 0, GPL Wtd Cong 0.706, Hold Path Class in -> out, vias in the first global route 573, total gr overflow 0, logic area 352 µm², Crit path max-delay family buffers and inverters, area grow syn2layout 184%, die extent in y 80 µm, IO Count 63, yosys stat area 367 µm², share of layout cells above drive strength 1 0.179, Pre-Place Util 0.107, Peak VDD IR 0.0264 mV, post-synthesis instance total 34, most used cell, CP clkdlybuf4s50_1, global route hottest layer met2, core area 3420 µm², M2 GR Usage 0.121, internal power 65.7 µW, per-cell routed wire length 14.7 µm, Pwr Density 80.8 nW/µm², Routed Antenna Nets 0, Final Setup Violations 0, met3 Use GR 0.0193, Syn Std Cell Area 367 µm², Worst slew margin 0.584, antenna violations before repair 0, syn_area_per_cell 10.8 µm², worst path bufs/invs 2, Detailed Routing Iterations Pass 1 3, yosys cell count 34, all-layer global routing usage 0.0603, Tool Warnings 32, # rows 21, Layout fillers 349, status completed, final critical-path required period 4.18 ns, crit-path cells clkdlybuf4s50_1, a31oi_4, mux2_2, clkdlybuf4s50_1, # diodes 0, CP max-delay cell clkdlybuf4s50_1, synth warn 1, DIE AREA 6400 µm², f_max 239 MHz, Top cell excl fill/tap clkdlybuf4s50_1, DP Wirelength 1910 µm, largest net degree at the start of global routing 15, initial drt markers 14, Flop area 0 µm², NetSw 18.2 µW, Combinational Power Share 1.000, Seq share, synth 0, most frequent cells in the layout 63 x clkdlybuf4s50_1, 10 x mux2_4, 6 x nor2b_1, 5 x a22o_1, 4 x mux2_2, Post-CTS Setup Bufs 0, Die Wd 80 µm, num sequential 0, placed cell area 1040 µm², Worst Hold Depth 3, CP startpoint kind input pin, max-cap viol count 0, via/cell ratio 3.51, Cell variety after synth 13, CP Max Fanout 14, setup TNS 0 ns, Net Sw Frac 0.217, port bufs 63, final wirelength 2080 µm, crit end category primary output, Clock buffer cells 0, vias 495, Remaining DRCs 0, Post-CTS Hold Buffers 0
-- power by group through the flow --
stage                 Sequential, mW  Combinational, mW  Clock [mW]
after global routing               0             0.0901           0
after CTS                          0             0.0856           0
final                              0             0.0840           0
-- per-stage QoR --
step | utilization | worst slack (ns) | total power, mW | cells | hold WS, ns
detailed placement | 0.304 | 0.906 | 0.0852 | 141 | 3.01
finish | 0.304 | 0.924 | 0.0840 | 141 | 3.01
global route | 0.304 | 0.757 | 0.0901 | 141 | 3.06
CTS | 0.304 | 0.902 | 0.0856 | 141 | 3.02
global placement | 0.304 | 0.932 | 0.0847 | 141 | 3.03
floorplan | - | 2.13 | 0.0228 | 34 | 2.10
-- synth_stat cells, drive strengths merged --
cell type / instances / area share
nor4: 1 / 0.058
buf: 1 / 0.031
a31oi: 1 / 0.058
nor2: 1 / 0.010
a22o: 6 / 0.15
clkbuf: 1 / 0.010
nand4: 1 / 0.017
mux2: 14 / 0.53
nor2b: 6 / 0.10
a21o: 1 / 0.020
nand3: 1 / 0.014
-- worst paths after layout --
check,from,end,slack (ns)
hold / removal,b[20],c[20],3.01
setup / recovery,a[20],c[3],0.92
-- metal layers --
metal | wire length [µm] | vias up
met5 | 0 | -
met4 | 0 | 0
met3 | 169 | 0
met2 | 1220 | 19
met1 | 693 | 219
li1 | - | 257
-- final cells by class --
type,instances,area share
Multi-Input combinational cell,32,0.338
Tap cell,46,0.0554
Timing Repair Buffer,63,0.606
-- cells by family after synthesis --
group	count (synthesis)	share of synthesized area
and+or+nand+nor	10	0.201
buffers and inverters	2	0.0409
AOI/OAI and AO/OA	8	0.225
muxes	14	0.532
Power is estimated from default activity; no workload was simulated.
